$ cat ./config.mk
export PLATFORM = sky130hd
export DESIGN_NAME = lifo_stack
export DESIGN_NICKNAME = lifo_stack
export VERILOG_FILES = /design/flow/design.v
export SDC_FILE = /design/flow/constraint.sdc
export NUM_CORES = 4
export LEC_CHECK = 1
export CORE_UTILIZATION = 30
$ cat ./constraint.sdc
current_design lifo_stack

set clk_period 2.3
set clk_io_pct 0.2

create_clock -name clk0 -period $clk_period [get_ports {clk}]

set non_clock_inputs [all_inputs -no_clocks]
set_input_delay [expr $clk_period * $clk_io_pct] -clock clk0 $non_clock_inputs
set_output_delay [expr $clk_period * $clk_io_pct] -clock clk0 [all_outputs]
$ cat ./design.v
`timescale 1ns / 1ps
module lifo_stack (
    input wire clk,
    input wire reset,
    input wire push,
    input wire pop,
    input wire [7:0] data_in,
    output reg [7:0] data_out,
    output reg empty,
    output reg full
);
    parameter STACK_SIZE = 8;
    reg [7:0] stack [0:STACK_SIZE-1];
    reg [3:0] top;
    always @(posedge clk or posedge reset) begin
        if (reset) begin
            top <= 0;
            empty <= 1;
            full <= 0;
        end 
        else begin
            if (push && !pop && top < STACK_SIZE) begin
                stack[top] <= data_in;
                top <= top + 1;
            end 
            else if (pop && !push && top > 0) begin
                top <= top - 1;
                data_out <= stack[top - 1];
            end
            empty <= (top == 0);
            full <= (top == STACK_SIZE);
        end
    end
endmodule
$ cat ./run.sh
#!/bin/bash
# OpenROAD 26Q1-2900-gdf79404cd8, Yosys 0.63+post, stock flow scripts
make -C /OpenROAD-flow-scripts/flow DESIGN_CONFIG=/design/flow/config.mk WORK_HOME=/design/flow/orfs finish
==> results.json <==
{
  "status": "finished clean",
  "final_antenna_net_count": 0,
  "synth-edff-count": 72,
  "fin_crit_ns": 2.18,
  "die_x_um": 105,
  "total_leakage_power_uw": 0.00137,
  "max_freq_ghz": 0.459,
  "drcViolationCount": 0,
  "initCoreUtil": 0.307,
  "topCellsByArea": "edfxtp_1 (69%), dfrtp_1 (4.0%), ha_1 (4.0%), mux2_2 (2.5%), a221oi_1 (1.9%)",
  "place.gp.congestion": 0.818,
  "ys_cells": 194,
  "slew_violations": 0,
  "irDropWorstVdd_uv": 343,
  "synth_flop_count": 78,
  "setup_viol": 0,
  "fin_skew_ns": 0.00844,
  "track_usage": 0.128,
  "rsz0062_at_grt": "no",
  "timing.critical_path.to_type": "flip-flop",
  "worstPathArrival_ns": 2.27,
  "netlist_instances": 194,
  "ys_seq_frac": 0.734,
  "num_antenna_cells": 0,
  "path_clk_slew_ns": 0.09,
  "grt_overflow": 0,
  "grt_max_degree": 21,
  "worstMarginPinSlew_ns": 0.626,
  "die_y_um": 105,
  "warning_count": 33,
  "path_class": "flip-flop to flip-flop",
  "core.rowCount": 37,
  "synthDistinctLibCells": 35,
  "hpwl_um": 4070,
  "port_buffers": 21,
  "most_common_cell": "edfxtp_1",
  "vias": 1835,
  "routed_wl_um": 6290,
  "synth_area_per_cell_sq_um": 16.2,
  "cp_slowest_cell": "ha_2",
  "relSlewSlack": 0.583,
  "finalNonFillerCells": 385,
  "root_buffer": "clkbuf_8",
  "grt_antenna_before_repair": 0,
  "top_area_cell": "edfxtp_1",
  "drt_iter0_markers": 95,
  "hold_viol": 0,
  "path_delay_family": "adder cells",
  "postLayoutSetupSlackWorst_ns": 0.123,
  "dp_cells": 369,
  "avgRoutedWirePerCell_um": 16.3,
  "cts_made_buffers": 9,
  "area_growth_pct": 23.6,
  "r2r_setup_slack_ns": 0.12,
  "nFillCells": 960,
  "syn_area_sq_um": 3150,
  "dieArea_sq_um": 10900,
  "fin_tns_setup_ns": 0,
  "cp_max_fo": 4,
  "place_ws_ns": 0.0626,
  "async_flop_share": 0.0769,
  "cts_sinks": 78,
  "cts_tree": "built",
  "power_density_nw_per_um2": 1150,
  "netlist.area_leader.share": 0.686,
  "drt_first_pass_iters": 4,
  "ys_warn_count": 2,
  "clk_latency_ns": 0.35,
  "grt_pass1_wl_um": 9950,
  "cp_cell_sequence": "inv_1 > ha_1 > ha_2 > buf_4 > mux2_2 > a221oi_1 > a21oi_1",
  "critical_path_buf_inv_count": 2,
  "start_kind": "flip-flop",
  "hp-class": "flip-flop to flip-flop",
  "ios": 22,
  "via_per_inst": 4.77,
  "cts_setup_buffers": 0,
  "ys_area_sq_um": 3150,
  "grt_pass1_vias": 1865,
  "slowest_delay_ns": 0.39,
  "drv_cap": 0,
  "period_used_share": 0.947,
  "core-area_sq_um": 10300,
  "ys.flop_type": "edfxtp_1",
  "yosys-top-cells-count": "edfxtp_1 (72), nor2_1 (12), ha_1 (10)",
  "clk_path_buf_depth": 2,
  "drive_gt1_frac": 0.241,
  "cts-htree-levels": 3,
  "required_ns": 2.40
}
## worst paths after layout
check	from	endpoint	depth (start not counted)
min in group asynchronous	reset	top[1]$_DFFE_PP0P_	3
hold reg to reg	top[3]$_DFFE_PP0P_	empty$_DFF_PP1_	1
setup reg to reg	top[0]$_DFFE_PP0P_	data_out[6]$_DFFE_PP_	7
hold / removal	top[3]$_DFFE_PP0P_	empty$_DFF_PP1_	1
max in group asynchronous	reset	empty$_DFF_PP1_	3
setup / recovery	top[0]$_DFFE_PP0P_	data_out[6]$_DFFE_PP_	7
## cells by family (layout without fill, tap and decap cells)
logic type      Yosys count  after routing  share of synthesized area
mux                      12             12                     0.0409
compound gates           39             39                     0.0917
xor+xnor                  1              1                    0.00278
simple gates             39             39                     0.0651
fa+ha+maj                10             10                     0.0397
flops                    78             78                      0.734
buf+inv                  15             70                     0.0258
## sequential cells by signal (all words and copies together), names as in the netlist
register / count
empty: 1
data_out: 8
stack: 64
top: 4
full: 1
## cell type report
type / count / area, sq um / area share
tap: 136 / 170 / 0.0437
multi-input combinational: 101 / 779 / 0.200
sequential: 78 / 2310 / 0.594
timing repair buffer: 47 / 418 / 0.107
clock buffer: 9 / 124 / 0.0318
clock inverter: 7 / 62.6 / 0.0161
inverter: 7 / 28.8 / 0.00739
## layout by cell type, fill, tap and decap left out, drive strengths merged, types with 3 or more instances in the layout
cell / Yosys / routed
a21oi: 9 / 9
a221oi: 7 / 7
a222oi: 3 / 3
a22oi: 6 / 6
a31oi: 3 / 3
and3: 7 / 7
buf: 3 / 26
clkbuf: 5 / 9
clkdlybuf4s50: 0 / 21
clkinvlp: 0 / 3
dfrtp: 5 / 5
edfxtp: 72 / 72
ha: 10 / 10
inv: 7 / 11
mux2: 7 / 7
mux2i: 5 / 5
nand2: 8 / 8
nand3: 4 / 4
nor2: 12 / 12
nor3b: 3 / 3
o21ai: 3 / 3
## routing by layer
layer,global-route usage,share of wire,vias up
met5,0,0,-
met1,0.185,0.43,889
met2,0.200,0.47,67
met3,0.0435,0.078,11
met4,0.0255,0.018,0
li1,-,-,868
## timing repair
item                       CTS  global route
hold buffers                 0             0
gates resized                0             3
setup endpoints to repair    0             7
## where the power goes
| group | internal, uW | leakage, uW | switching (uW) |
|---|---|---|---|
| clock | 414 | 0.0000863 | 552 |
| combinational | 814 | 0.000564 | 961 |
| sequential | 1690 | 0.000716 | 33.9 |
## through the flow
step | cell area, sq um | hold slack, ns | utilization | total power [uW]
after floorplan | 3150 | 0.271 | - | 2940
after global placement | 3700 | 0.539 | 0.360 | 3500
after detailed placement | 3700 | 0.540 | 0.360 | 3500
after CTS | 3890 | 0.553 | 0.378 | 4470
after global routing | 3900 | 0.589 | 0.379 | 4740
final | 3900 | 0.565 | 0.379 | 4460
Power figures rest on the tool's default switching activity, not on a simulated workload.
