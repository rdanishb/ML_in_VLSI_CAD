[./run.sh]
#!/bin/bash
# OpenROAD 26Q1-2900-gdf79404cd8, Yosys 0.63+post, stock flow scripts
make -C /OpenROAD-flow-scripts/flow DESIGN_CONFIG=/design/flow/config.mk WORK_HOME=/design/flow/orfs finish
[./constraint.sdc]
current_design fifo_memory

set clk_period 3.0
set clk_io_pct 0.2

create_clock -name clk0 -period $clk_period [get_ports {clk}]

set non_clock_inputs [all_inputs -no_clocks]
set_input_delay [expr $clk_period * $clk_io_pct] -clock clk0 $non_clock_inputs
set_output_delay [expr $clk_period * $clk_io_pct] -clock clk0 [all_outputs]
[./config.mk]
export PLATFORM = sky130hd
export DESIGN_NAME = fifo_memory
export DESIGN_NICKNAME = fifo_memory
export VERILOG_FILES = /design/flow/design.v
export SDC_FILE = /design/flow/constraint.sdc
export NUM_CORES = 4
export LEC_CHECK = 1
export CORE_UTILIZATION = 40
[./design.v]
`timescale 1ns / 1ps
module fifo_memory (
    input wire clk,
    input wire reset,
    input wire write_enable,
    input wire read_enable,
    input wire [7:0] data_in,
    output reg [7:0] data_out,
    output reg full,
    output reg empty
);
    parameter FIFO_DEPTH = 16;
    reg [7:0] fifo [FIFO_DEPTH-1:0];
    reg [3:0] head = 0, tail = 0, count = 0;
    always @(posedge clk or posedge reset) begin
        if (reset) begin
            head <= 0;
            tail <= 0;
            count <= 0;
            full <= 0;
            empty <= 1;
        end else begin
            full <= (count == FIFO_DEPTH);
            empty <= (count == 0);
            if (write_enable && !full) begin
                fifo[tail] <= data_in;
                tail <= (tail + 1) % FIFO_DEPTH;
                count <= count + 1;
            end
            if (read_enable && !empty) begin
                data_out <= fifo[head];
                head <= (head + 1) % FIFO_DEPTH;
                count <= count - 1;
            end
        end
    end
endmodule
==> flow_summary.toml <==
# flow metrics
[status]
status = "finished, final reports clean"

[sta]
worst_slew_pin_slew_ns = 0.790
slew_viol_final = 0
setup_violations = 0
period_used_pct = 79.9
rsz0062_at_grt = "false"
finalSetupTns_ns = 0
clock.fmax_ghz = 0.417
timing.slew.headroom_pct = 47.4
min_period_ns = 2.40
fin_ws_ns = 0.602
skew_ns = 0.0125
hold_viol = 0

[floorplan]
boundaryPins = 22
dieArea_sq_mm = 0.0156
core_area_sq_mm = 0.0146
die_w_um = 125
die_h_um = 125
core.rowCount = 44
initial_core_util_pct = 41.4

[yosys]
synth-edff-count = 136
netlist_instances = 386
ys_seq_share_pct = 72.8
netlist_area_sq_mm = 0.00606
ff_type = "edfxtp_1"
yosys.area.top_type_share_pct = 67.4
async_flop_share_pct = 8.72
synth.avg_cell_area_sq_um = 15.7
yosys_cells = 386
yosysTopAreaCell = "edfxtp_1"
numSynthFlops = 149
yosys_warnings = 2
yosys-stat-area_sq_mm = 0.00606
yosys.cell_types.count = 46
area_leaders = "edfxtp_1 (67%), dfrtp_1 (5.0%), a22oi_1 (2.4%)"

[routing]
num_antenna_cells = 0
drt_pass1_iterations = 6
ant_nets = 0
via_count = 3299
drc = 0
drtIter0Drc = 271
wl_per_cell_um = 20.8
vias_per_cell = 5.43
drt-total-wl_um = 12700

[global_route]
grt_pass1_vias = 3566
overflow = 0
antenna_found_initial = 0
grt_use_total_pct = 18.5
grt_max_degree = 37
grt_pass1_wl_um = 19800

[placed_design]
dp_hpwl_um = 8160
gp_congestion = 0.852
io_buffers = 20
dp_slack_ns = 0.426

[cts]
clock_path_buffers = 2
root_buffer = "clkbuf_16"
htree_levels = 4
post_cts_buffers = 0
tritoncts = "yes"
ctsHoldBuffers = 0
cts.sinks = 149
post_cts_resized = 0
numCtsBuffers = 17
clkSlewWorstSetupHoldPaths_ns = 0.06
clk_latency_ns = 0.41

[worst_setup_path]
critical_path_required_ns = 3.13
start_kind = "flip-flop"
worstSetupPathType = "reg2reg"
worstPathMaxFanout = 17
cp-end-kind = "flip-flop"
cp.arrival_ns = 2.53

[pwr]
power_density_mw_per_mm2 = 945
pwr-share-comb_pct = 28.4
pwr-share-clk_pct = 29.6
p_leak_nw = 2.34
switchingPower_w = 0.00208
intPower_w = 0.00450
irDropWorstVdd_mv = 0.481
switching_share_pct = 31.6
seqPwrFrac_pct = 41.9

[cells_and_area]
drive_gt1_share_pct = 10.6
syn_to_final_growth_pct = 14.9
final-comb-area_sq_mm = 0.00146
nFillCells = 1237
seqCellArea_sq_mm = 0.00441

[job]
max-cap-violations = 0
warnings = 31

[hold_path]
hold_path_class = "reg2reg"
[path summary, 6_finish.rpt]
check | startpoint | to | slack [ns] | cells after the start
min reg2reg | count[3]$_DFFE_PP0P_ | empty$_DFF_PP1_ | 0.45 | 1
min in group asynchronous | reset | count[0]$_DFFE_PP0P_ | 0.60 | 2
max reg2reg | head[0]$_DFFE_PP0P_ | data_out[7]$_DFFE_PP_ | 0.60 | 6
max in group asynchronous | reset | head[3]$_DFFE_PP0P_ | 2.03 | 2
min | count[3]$_DFFE_PP0P_ | empty$_DFF_PP1_ | 0.45 | 1
max | head[0]$_DFFE_PP0P_ | data_out[7]$_DFFE_PP_ | 0.60 | 6
[cell families (layout without fill, tap and decap cells)]
logic type | after synthesis | after routing | synth area share, %
flip-flops | 149 | 149 | 72.8
AND-OR/OR-AND | 94 | 94 | 11.2
AND/OR/NAND/NOR | 77 | 77 | 7.00
buffers and inverters | 33 | 71 | 3.10
multiplexers | 12 | 12 | 2.19
adder cells (fa/ha/maj) | 11 | 11 | 2.40
XOR/XNOR | 9 | 9 | 1.30
other | 1 | 1 | 0.0619
[cells in the mapped netlist, types with 2 or more instances]
cell type,instances
nand3_1,13
buf_2,14
nand3b_1,4
a221oi_1,14
ha_1,10
mux2i_1,5
a211oi_1,9
o22ai_1,4
and2_1,16
nand2_1,21
a22oi_1,19
xnor2_1,6
nand2b_1,3
nor2_1,9
nor2b_1,2
buf_6,4
nand4_1,3
xor2_1,3
buf_4,4
inv_1,8
a21oi_1,13
mux2_1,3
o211ai_1,3
a22o_1,14
dfrtp_1,12
a32oi_1,2
mux2_2,3
edfxtp_1,136
o21ai_0,12
[area by class of cell]
| cell class | instances | area share (%) |
|---|---|---|
| flip-flops and latches | 149 | 63.3 |
| multi-input cells | 204 | 21.0 |
| clock buffers | 17 | 6.11 |
| repair buffers | 31 | 4.06 |
| well taps | 184 | 3.31 |
| clock inverters | 14 | 1.71 |
| inverters | 9 | 0.485 |
[power groups by stage]
stage	logic, W	clock network, W	registers [W]
final	0.00187	0.00195	0.00276
after global routing	0.00207	0.00207	0.00279
after CTS	0.00189	0.00199	0.00276
[layout by cell type, fill, tap and decap left out, types with 8 or more instances in the layout]
cell type,netlist,final
a211oi_1,9,9
a21oi_1,13,13
a221oi_1,14,14
a22o_1,14,14
a22oi_1,19,19
and2_1,16,16
buf_4,4,11
clkbuf_16,0,17
clkdlybuf4s50_1,0,20
dfrtp_1,12,11
edfxtp_1,136,136
ha_1,10,10
inv_1,8,8
nand2_1,21,21
nand3_1,13,13
nor2_1,9,9
o21ai_0,12,12
[per-stage QoR]
stage | std cells | util, % | hold WS (ns) | instance area [sq um] | power (W)
3_3_place_gp | 577 | 43.8 | 0.433 | 6420 | 0.00465
4_1_cts | 608 | 47.6 | 0.443 | 6960 | 0.00663
2_1_floorplan | 386 | - | 0.396 | 6060 | 0.00407
5_1_grt | 608 | 47.6 | 0.472 | 6960 | 0.00694
6_report | 608 | 47.6 | 0.445 | 6960 | 0.00658
3_5_place_dp | 577 | 43.8 | 0.420 | 6420 | 0.00467
[flip-flops by register name (all words and copies together), names as in the netlist]
signal	flops
head	4
tail	4
data_out	8
empty	1
fifo	128
count	4
[layer usage]
| metal | vias to the layer above | GRT usage, % | share of wire [%] |
|---|---|---|---|
| li1 | 1562 | - | - |
| met1 | 1622 | 25.0 | 39 |
| met4 | 0 | 5.09 | 1.6 |
| met2 | 103 | 29.0 | 51 |
| met3 | 12 | 8.07 | 8.4 |
| met5 | - | 0 | 0 |
[worst max-delay path, cell delays in order (launching register included)]
cell	delay, ns
dfrtp_1	0.41
inv_1	0.13
ha_1	0.68
buf_4	0.32
nor4b_4	0.09
a221oi_1	0.32
nand3_1	0.15
Power and IR drop assume default switching activity.
