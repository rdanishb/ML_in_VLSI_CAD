--- ./run.sh ---
#!/bin/bash
# OpenROAD 26Q1-2900-gdf79404cd8, Yosys 0.63+post, stock flow scripts
make -C /OpenROAD-flow-scripts/flow DESIGN_CONFIG=/design/flow/config.mk WORK_HOME=/design/flow/orfs finish
--- ./config.mk ---
export PLATFORM = sky130hd
export DESIGN_NAME = crc_generator
export DESIGN_NICKNAME = crc_generator
export VERILOG_FILES = /design/flow/design.v
export SDC_FILE = /design/flow/constraint.sdc
export NUM_CORES = 4
export LEC_CHECK = 1
export CORE_AREA = 10 10 86 86
export DIE_AREA = 0 0 96 96
--- ./constraint.sdc ---
current_design crc_generator

set clk_period 2.8
set clk_io_pct 0.2

create_clock -name clk0 -period $clk_period [get_ports {clk}]

set non_clock_inputs [all_inputs -no_clocks]
set_input_delay [expr $clk_period * $clk_io_pct] -clock clk0 $non_clock_inputs
set_output_delay [expr $clk_period * $clk_io_pct] -clock clk0 [all_outputs]
--- ./design.v ---
`timescale 1ns / 1ps
module crc_generator (
    input wire clk,
    input wire reset,
    input wire [7:0] data,
    input wire valid,
    output reg [7:0] crc
);
    parameter POLY = 8'hD5;  
    reg [7:0] crc_reg;
    reg [7:0] temp_crc;  
    integer i;  
    always @(posedge clk or posedge reset) begin
        if (reset) 
            crc_reg <= 8'hFF;  
        else if (valid) begin
            temp_crc = crc_reg ^ data;
            for (i = 0; i < 8; i = i + 1) begin
                if (temp_crc[7])
                    temp_crc = (temp_crc << 1) ^ POLY;
                else
                    temp_crc = temp_crc << 1;
            end
            crc_reg <= temp_crc;
        end
    end
    always @(posedge clk) begin
        crc <= crc_reg;  
    end
endmodule
==> impl_metrics.json <==
{
  "cp-startpoint": "data[1]",
  "final_layout_top_logic_cells": "xnor2_1, clkdlybuf4s50_1, dfxtp_1, dfstp_2, nand2_1",
  "post_cts_resized": 0,
  "drive_gt1_share_pct": 23.8,
  "min_period_ns": 2.07,
  "ir_drop_mv": 0.550,
  "critical_path_arrival_ns": 2.24,
  "syn2layout_area_growth_pct": 39.7,
  "regArea_sq_um": 370,
  "postSynthAreaPerCell_sq_um": 13.7,
  "dp_hpwl_mm": 1.28,
  "wl_per_cell_um": 10.2,
  "grt_usage_pct": 3.74,
  "design_area_sq_mm": 0.00113,
  "skew_ns": 0.00453,
  "chip_area_sq_mm": 0.00922,
  "num-fill-cells": 611,
  "num_rows": 27,
  "holdCritStartpoint": "crc_reg[4]",
  "viasPerCell": 2.91,
  "warnings": 25,
  "critPathMaxFanout": 3,
  "drt_first_pass_iters": 5,
  "drt_iter0_markers": 14,
  "antenna_cells": 0,
  "power_density_mw_per_mm2": 1540,
  "drt-total-wl_mm": 1.55,
  "synth_cells": 59,
  "rsz0062_at_grt": "no",
  "post_cts_buffers": 0,
  "slew_headroom_pct": 70.7,
  "antenna_found_initial": 0,
  "cts_tree": "done",
  "fmax_mhz": 483,
  "finish.utilization_pct": 20.3,
  "fp_util_pct": 14.6,
  "critPathLaunchType": "input port",
  "grt_pass1_vias": 491,
  "crit_type": "in2reg",
  "drtAntennaViolNets": 0,
  "core_region_area_sq_mm": 0.00554,
  "setup_ws_ns": 0.730,
  "hold_viol": 0,
  "routabilityCongestion": 0.778,
  "grt_overflow_total": 0,
  "tritoncts.num_buffers": 3,
  "ys_warn_count": 1,
  "tightest_slew_ns": 0.436,
  "drv_cap": 0,
  "cts.sinks": 16,
  "yosys_cells": 59,
  "dp_slack_ns": 0.494,
  "die_w_um": 96,
  "min-delay-path-class": "reg2reg",
  "status": "finished clean",
  "die_h_um": 96,
  "via_count": 442,
  "finalPower_mw": 1.73,
  "r2r_start": "crc_reg[1]",
  "slew_violations": 0,
  "ys_chip_area_sq_um": 807,
  "grt_max_degree": 11,
  "critPathCaptureType": "flip-flop",
  "setup_viol": 0,
  "htree_levels": 1,
  "boundaryPins": 19,
  "portBuffers": 18,
  "fin_setup_tns_ns": 0,
  "drc": 0,
  "hold_buffers": 0,
  "clk_pin_slew_ns": 0.06,
  "hold_ws_ns": 0.431,
  "grt_pass1_wl_mm": 2.66,
  "worstPathRequired_ns": 2.97,
  "synth_flop_count": 16,
  "synth.cell_area_sq_um": 807,
  "finalCritPeriodShare_pct": 73.9,
  "dpl-instance-area_sq_mm": 0.00107,
  "clk_latency_ns": 0.24,
  "dpl.cell_count": 148,
  "multiInputGateArea_sq_um": 428,
  "cts_root_buf": "clkbuf_8",
  "largest_reg_flops": 16,
  "stdcell_count": 152,
  "ys_seq_share_pct": 45.9,
  "cts_buffer_depth": 2,
  "synth.distinct_cells": 14,
  "leakagePower_nw": 0.441
}
layer usage:
| metal | part of all wire [%] | up-vias | GRT usage [%] | routed length (um) |
|---|---|---|---|---|
| met1 | 48 | 199 | 5.02 | 739 |
| met4 | 0 | 0 | 0.246 | 0 |
| met2 | 35 | 20 | 4.76 | 544 |
| met3 | 17 | 0 | 2.99 | 266 |
| li1 | - | 223 | - | - |
| met5 | 0 | - | 0 | 0 |
Yosys cell counts (all sizes together):
cell type,n,share of area [%]
inv,1,0.46
a21oi,2,1.2
buf,1,0.62
xnor3,4,11
nor2,2,0.93
dfxtp,8,20
xor3,1,2.9
nand2,6,2.8
dfstp,8,26
xnor2,21,26
xor2,5,8.2
worst paths after layout:
check,to,slack (ns),depth (start not counted)
worst max-delay path,crc_reg[5],0.73,6
worst min-delay path,crc[4],0.43,0
worst max register to register,crc_reg[5],1.02,5
worst min register to register,crc[4],0.43,0
max in group asynchronous,crc_reg[6],1.94,2
min in group asynchronous,crc_reg[7],0.84,2
power breakdown:
group          switching, mW  total, mW  internal [mW]  leakage [nW]
Sequential            0.0874      0.502          0.415         0.152
Clock                 0.0746      0.199          0.124        0.0288
Combinational          0.387       1.03          0.645         0.261
Total                  0.549       1.73           1.18         0.441
logic make-up (layout without fill, tap and decap cells):
| family | Yosys count | in the layout | synth area share (%) |
|---|---|---|---|
| simple gates | 8 | 8 | 3.72 |
| buf+inv | 2 | 23 | 1.08 |
| compound gates | 2 | 2 | 1.24 |
| xor+xnor | 31 | 31 | 48.1 |
| flops | 16 | 16 | 45.9 |
area by class of cell:
class	instances	share of cell area, %
inverters	1	0.333
flip-flops and latches	16	32.9
clock buffers	4	4.88
multi-input cells	41	38.0
well taps	72	7.99
repair buffers	18	16.0
worst max-delay path, cell delays in order:
cell	delay (ns)
clkdlybuf4s50_1	0.44
xnor2_2	0.27
xnor3_2	0.51
xnor2_1	0.21
nand2_1	0.09
xnor2_1	0.16
No activity file was given, so power comes from the tool's default toggle rates.
